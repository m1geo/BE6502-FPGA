## config.mk

```make
export PLATFORM = sky130hd
export DESIGN_NAME = gs_uart_top
export DESIGN_NICKNAME = gs_uart_top
export VERILOG_FILES = /design/flow/design.v
export SDC_FILE = /design/flow/constraint.sdc
export NUM_CORES = 4
export LEC_CHECK = 1
export CORE_UTILIZATION = 50
```

## constraint.sdc

```tcl
current_design gs_uart_top

set clk_period 3.4
set clk_io_pct 0.2

create_clock -name clk0 -period $clk_period [get_ports {clk}]

set non_clock_inputs [all_inputs -no_clocks]
set_input_delay [expr $clk_period * $clk_io_pct] -clock clk0 $non_clock_inputs
set_output_delay [expr $clk_period * $clk_io_pct] -clock clk0 [all_outputs]
```

## design.v

```verilog
module uart_rx(
input  wire       clk          ,  
input  wire       resetn       ,  
input  wire       uart_rxd     ,  
input  wire       uart_rx_en   ,  
output wire       uart_rx_break,  
output wire       uart_rx_valid,  
output reg  [PAYLOAD_BITS-1:0] uart_rx_data    
);
parameter   BIT_RATE        = 9600;  
localparam  BIT_P           = 1_000_000_000 * 1/BIT_RATE;  
parameter   CLK_HZ          =    50_000_000;
localparam  CLK_P           = 1_000_000_000 * 1/CLK_HZ;  
parameter   PAYLOAD_BITS    = 8;
parameter   STOP_BITS       = 1;
localparam integer CYCLES_PER_BIT     = BIT_P / CLK_P;
localparam       COUNT_REG_LEN      = 1+$clog2(CYCLES_PER_BIT);
reg rxd_reg;
reg rxd_reg_0;
reg [PAYLOAD_BITS-1:0] recieved_data;
reg [COUNT_REG_LEN-1:0] cycle_counter;
reg [3:0] bit_counter;
reg bit_sample;
reg [2:0] fsm_state;
reg [2:0] n_fsm_state;
localparam FSM_IDLE = 0;
localparam FSM_START= 1;
localparam FSM_RECV = 2;
localparam FSM_STOP = 3;
assign uart_rx_break = uart_rx_valid && ~|recieved_data;
assign uart_rx_valid = fsm_state == FSM_STOP && n_fsm_state == FSM_IDLE;
always @(posedge clk) begin
    if(!resetn) begin
        uart_rx_data  <= {PAYLOAD_BITS{1'b0}};
    end else if (fsm_state == FSM_STOP) begin
        uart_rx_data  <= recieved_data;
    end
end
wire next_bit     = cycle_counter == CYCLES_PER_BIT ||
                        fsm_state       == FSM_STOP && 
                        cycle_counter   == CYCLES_PER_BIT/2;
wire payload_done = bit_counter   == PAYLOAD_BITS  ;
always @(*) begin : p_n_fsm_state
    case(fsm_state)
        FSM_IDLE : n_fsm_state = rxd_reg      ? FSM_IDLE : FSM_START;
        FSM_START: n_fsm_state = next_bit     ? FSM_RECV : FSM_START;
        FSM_RECV : n_fsm_state = payload_done ? FSM_STOP : FSM_RECV ;
        FSM_STOP : n_fsm_state = next_bit     ? FSM_IDLE : FSM_STOP ;
        default  : n_fsm_state = FSM_IDLE;
    endcase
end
integer i = 0;
always @(posedge clk) begin : p_recieved_data
    if(!resetn) begin
        recieved_data <= {PAYLOAD_BITS{1'b0}};
    end else if(fsm_state == FSM_IDLE             ) begin
        recieved_data <= {PAYLOAD_BITS{1'b0}};
    end else if(fsm_state == FSM_RECV && next_bit ) begin
        recieved_data[PAYLOAD_BITS-1] <= bit_sample;
        for ( i = PAYLOAD_BITS-2; i >= 0; i = i - 1) begin
            recieved_data[i] <= recieved_data[i+1];
        end
    end
end
always @(posedge clk) begin : p_bit_counter
    if(!resetn) begin
        bit_counter <= 4'b0;
    end else if(fsm_state != FSM_RECV) begin
        bit_counter <= {COUNT_REG_LEN{1'b0}};
    end else if(fsm_state == FSM_RECV && next_bit) begin
        bit_counter <= bit_counter + 1'b1;
    end
end
always @(posedge clk) begin : p_bit_sample
    if(!resetn) begin
        bit_sample <= 1'b0;
    end else if (cycle_counter == CYCLES_PER_BIT/2) begin
        bit_sample <= rxd_reg;
    end
end
always @(posedge clk) begin : p_cycle_counter
    if(!resetn) begin
        cycle_counter <= {COUNT_REG_LEN{1'b0}};
    end else if(next_bit) begin
        cycle_counter <= {COUNT_REG_LEN{1'b0}};
    end else if(fsm_state == FSM_START || 
                fsm_state == FSM_RECV  || 
                fsm_state == FSM_STOP   ) begin
        cycle_counter <= cycle_counter + 1'b1;
    end
end
always @(posedge clk) begin : p_fsm_state
    if(!resetn) begin
        fsm_state <= FSM_IDLE;
    end else begin
        fsm_state <= n_fsm_state;
    end
end
always @(posedge clk) begin : p_rxd_reg
    if(!resetn) begin
        rxd_reg     <= 1'b1;
        rxd_reg_0   <= 1'b1;
    end else if(uart_rx_en) begin
        rxd_reg     <= rxd_reg_0;
        rxd_reg_0   <= uart_rxd;
    end
end
endmodule
`timescale 1ns / 1ns
module gs_uart_top (
    input clk,            
    input resetn,         
    input ADDR,           
    input CS,             
    input WE,             
    input [7:0] DI,       
    output [7:0] DO,      
    output IRQ,           
    input uart_rxd,       
    output uart_txd       
);
parameter CLK_HZ = 50000000;
parameter BIT_RATE = 115200;
parameter PAYLOAD_BITS = 8;  
wire [PAYLOAD_BITS-1:0] uart_rx_data;
wire uart_rx_valid;
wire uart_rx_break;
uart_rx #(
    .BIT_RATE(BIT_RATE),
    .PAYLOAD_BITS(PAYLOAD_BITS),
    .CLK_HZ(CLK_HZ)
) i_uart_rx(
    .clk          (clk),            
    .resetn       (resetn),         
    .uart_rxd     (uart_rxd),       
    .uart_rx_en   (1'b1),           
    .uart_rx_break(uart_rx_break),  
    .uart_rx_valid(uart_rx_valid),  
    .uart_rx_data (uart_rx_data)    
);
wire [PAYLOAD_BITS-1:0]  uart_tx_data;
wire uart_tx_busy;
wire uart_tx_en;
uart_tx #(
    .BIT_RATE(BIT_RATE),
    .PAYLOAD_BITS(PAYLOAD_BITS),
    .CLK_HZ(CLK_HZ)
) i_uart_tx(
    .clk          (clk),            
    .resetn       (resetn),         
    .uart_txd     (uart_txd),       
    .uart_tx_en   (uart_tx_en),     
    .uart_tx_busy (uart_tx_busy),   
    .uart_tx_data (uart_tx_data)    
);
reg uart_rx_break_r;
reg uart_rx_valid_r;
always @ (posedge clk) begin
    if (uart_rx_break)
        uart_rx_break_r <= 1'b1;
    else if ((CS & ADDR) | ~resetn)
        uart_rx_break_r <= 1'b0;
    if (uart_rx_valid)
        uart_rx_valid_r <= 1'b1;
    else if ((CS & ADDR) | ~resetn)
        uart_rx_valid_r <= 1'b0;
end
wire [7:0] status_register;
assign status_register = {1'b0, 1'b0, 1'b0, uart_tx_busy, 1'b0, 1'b0, uart_rx_break_r, uart_rx_valid_r};
assign DO = ADDR ? status_register : uart_rx_data[7:0];  
assign IRQ = uart_rx_break_r | uart_rx_valid_r;
assign uart_tx_data = DI;
assign uart_tx_en = (CS & WE & ~ADDR);  
endmodule
module uart_tx(
input  wire         clk         ,  
input  wire         resetn      ,  
output wire         uart_txd    ,  
output wire         uart_tx_busy,  
input  wire         uart_tx_en  ,  
input  wire [PAYLOAD_BITS-1:0]   uart_tx_data   
);
parameter   BIT_RATE        = 9600;  
localparam  BIT_P           = 1_000_000_000 * 1/BIT_RATE;  
parameter   CLK_HZ          =    50_000_000;
localparam  CLK_P           = 1_000_000_000 * 1/CLK_HZ;  
parameter   PAYLOAD_BITS    = 8;
parameter   STOP_BITS       = 1;
localparam integer CYCLES_PER_BIT     = BIT_P / CLK_P;
localparam       COUNT_REG_LEN      = 1+$clog2(CYCLES_PER_BIT);
reg txd_reg;
reg [PAYLOAD_BITS-1:0] data_to_send;
reg [COUNT_REG_LEN-1:0] cycle_counter;
reg [3:0] bit_counter;
reg [2:0] fsm_state;
reg [2:0] n_fsm_state;
localparam FSM_IDLE = 0;
localparam FSM_START= 1;
localparam FSM_SEND = 2;
localparam FSM_STOP = 3;
assign uart_tx_busy = fsm_state != FSM_IDLE;
assign uart_txd     = txd_reg;
wire next_bit     = cycle_counter == CYCLES_PER_BIT;
wire payload_done = bit_counter   == PAYLOAD_BITS  ;
wire stop_done    = bit_counter   == STOP_BITS && fsm_state == FSM_STOP;
always @(*) begin : p_n_fsm_state
    case(fsm_state)
        FSM_IDLE : n_fsm_state = uart_tx_en   ? FSM_START: FSM_IDLE ;
        FSM_START: n_fsm_state = next_bit     ? FSM_SEND : FSM_START;
        FSM_SEND : n_fsm_state = payload_done ? FSM_STOP : FSM_SEND ;
        FSM_STOP : n_fsm_state = stop_done    ? FSM_IDLE : FSM_STOP ;
        default  : n_fsm_state = FSM_IDLE;
    endcase
end
integer i = 0;
always @(posedge clk) begin : p_data_to_send
    if(!resetn) begin
        data_to_send <= {PAYLOAD_BITS{1'b0}};
    end else if(fsm_state == FSM_IDLE && uart_tx_en) begin
        data_to_send <= uart_tx_data;
    end else if(fsm_state       == FSM_SEND       && next_bit ) begin
        for ( i = PAYLOAD_BITS-2; i >= 0; i = i - 1) begin
            data_to_send[i] <= data_to_send[i+1];
        end
    end
end
always @(posedge clk) begin : p_bit_counter
    if(!resetn) begin
        bit_counter <= 4'b0;
    end else if(fsm_state != FSM_SEND && fsm_state != FSM_STOP) begin
        bit_counter <= {COUNT_REG_LEN{1'b0}};
    end else if(fsm_state == FSM_SEND && n_fsm_state == FSM_STOP) begin
        bit_counter <= {COUNT_REG_LEN{1'b0}};
    end else if(fsm_state == FSM_STOP&& next_bit) begin
        bit_counter <= bit_counter + 1'b1;
    end else if(fsm_state == FSM_SEND && next_bit) begin
        bit_counter <= bit_counter + 1'b1;
    end
end
always @(posedge clk) begin : p_cycle_counter
    if(!resetn) begin
        cycle_counter <= {COUNT_REG_LEN{1'b0}};
    end else if(next_bit) begin
        cycle_counter <= {COUNT_REG_LEN{1'b0}};
    end else if(fsm_state == FSM_START || 
                fsm_state == FSM_SEND  || 
                fsm_state == FSM_STOP   ) begin
        cycle_counter <= cycle_counter + 1'b1;
    end
end
always @(posedge clk) begin : p_fsm_state
    if(!resetn) begin
        fsm_state <= FSM_IDLE;
    end else begin
        fsm_state <= n_fsm_state;
    end
end
always @(posedge clk) begin : p_txd_reg
    if(!resetn) begin
        txd_reg <= 1'b1;
    end else if(fsm_state == FSM_IDLE) begin
        txd_reg <= 1'b1;
    end else if(fsm_state == FSM_START) begin
        txd_reg <= 1'b0;
    end else if(fsm_state == FSM_SEND) begin
        txd_reg <= data_to_send[0];
    end else if(fsm_state == FSM_STOP) begin
        txd_reg <= 1'b1;
    end
end
endmodule
```

## run.sh

```bash
#!/bin/bash
# OpenROAD 26Q1-2900-gdf79404cd8, Yosys 0.63+post, stock flow scripts
make -C /OpenROAD-flow-scripts/flow DESIGN_CONFIG=/design/flow/config.mk WORK_HOME=/design/flow/orfs finish
```

==> flow_summary.ini <==
; physical design summary
[finish]
drive_gt1_share_pct = 10.1
reg_top3 = i_uart_rx.cycle_counter (10), i_uart_tx.cycle_counter (10)
areaGrowthSynthToFinish_pct = 14.3

[power]
vdd_drop_max_v = 0.000306
leakage_nw = 1.32
p_total_mw = 1.40
powerDensity_nw_per_um2 = 407

[clock_network]
htree_levels = 3
postCtsSetupRepairBufs = 0
holdBufCountCts = 0
clockBufferDepth = 2
insertion_delay_ps = 330
cts.root.buffer_cell = clkbuf_8
cts.sinks = 64
clk_pin_slew_worst_paths_ps = 70
cts_tree = yes
numCtsBuffers = 9
cts_resized = 0

[floorplan]
boundaryPins = 24
floorplanUtilization_pct = 53.2
rows = 27
fp.dieW_um = 79.7
core_um2 = 5680
dieArea_um2 = 6350
die_y_um = 79.7

[critical_path]
path_class = primary input to output port
path_max_fanout = 11
crit_path_start_kind = primary input
cp-end-kind = output port
worstPathRequired_ps = 2720
cp.arrival_ps = 2160

[outcome]
status = complete, no violations

[placed_design]
place.gp.congestion = 0.789
post-dp-hpwl_um = 3770
io_buffers = 23

[synth]
synthArstFlopShare_pct = 0
yosys_warnings = 3
synth_cells = 325
yosys-top-cells-area = dfxtp_1 (42%), mux2i_1 (9.3%), nor2_1 (5.4%), ha_1 (4.1%), nand2_1 (3.5%)
syn-mean-instance-area_um2 = 9.28
common_cells = dfxtp_1 (64), nor2_1 (43), mux2i_1 (28), nand2_1 (28), a21oi_1 (19)
synth.top_cell.area_share_pct = 42.5
edf_count = 0
ys_seq_share_pct = 42.5
ys_ff = 64
ys_types = 50
top_cell = dfxtp_1
synth_area_um2 = 3020
yosys_most_used_dff = dfxtp_1
yosys-stat-cells = 325
synth_top_cell_by_area = dfxtp_1
ys_area_um2 = 3020

[drt]
route.detailed.drc = 0
post_drt_wl_per_cell_um = 13.2
drt-total-wl_um = 5620
vias = 2216
antenna_left = 0
first_pass_iters = 4
antenna_cells = 0
drt-initial-drc-count = 86
vias_per_cell = 5.19

[global_routing]
grt_max_degree = 19
use_met3_pct = 5.10
grt-busiest-layer = met1
grt_pass1_vias = 2076
globalRouteMet2Util_pct = 29.1
grt-ovfl-total = 0
track_usage_pct = 19.8
grt_pass1_wl_um = 9680
grtUsageMet1_pct = 30.9
antenna_found_initial = 0

[timing]
hold_viol_final = 0
fmax_ghz = 0.352
slew_headroom_pct = 44.2
setup_tns_ps = 0
finalClockPeriodUsage_pct = 83.5
slew_viol_final = 0
rsz0062_at_grt = false
fin_worst_skew_ps = 6.35
setup_violations = 0
layout_min_cycle_time_ps = 2840
worstMarginPinSlew_ps = 835

[flow_run]
warnings = 32
cap_violations = 0

[hold_path]
worstHoldPathType = register to register
[metrics by stage]
stage | setup slack [ps] | std cells | hold WS [ps] | utilization (%) | area [um2]
global placement | 605 | 411 | 391 | 57.7 | 3270
finish | 561 | 427 | 426 | 60.7 | 3450
floorplan | 1440 | 325 | 386 | - | 3020
detailed placement | 560 | 411 | 395 | 57.7 | 3270
CTS | 550 | 427 | 429 | 60.7 | 3450
global route | 452 | 427 | 440 | 60.7 | 3450
[where the power goes]
group | leakage (nW) | switching (mW) | internal, mW | total (mW)
combinational | 0.720 | 0.0307 | 0.0317 | 0.0625
clock | 0.0813 | 0.290 | 0.282 | 0.572
sequential | 0.517 | 0.00933 | 0.760 | 0.769
[area by class of cell]
| type | instances | area, um2 |
|---|---|---|
| Inverter | 17 | 63.8 |
| Timing Repair Buffer | 26 | 253 |
| Multi-Input combinational cell | 232 | 1590 |
| Tap cell | 72 | 90.1 |
| Sequential cell | 64 | 1280 |
| Clock buffer | 11 | 141 |
| Fill cell | 496 | 2230 |
| Clock inverter | 5 | 32.5 |
[final timing paths]
check                                            start                    endpoint  slack (ps)  cells after the start
worst min-delay path               i_uart_rx.rxd_reg_0           i_uart_rx.rxd_reg         430                      1
worst min register to register     i_uart_rx.rxd_reg_0           i_uart_rx.rxd_reg         430                      1
worst max register to register  i_uart_rx.fsm_state[3]  i_uart_rx.recieved_data[6]        1500                      4
worst max-delay path                              ADDR                       DO[1]         560                      3
[critical path, cell delays in order]
cell and delay, ps:
clkdlybuf4s50_1 690, mux2_2 380, clkdlybuf4s50_1 400
[per-layer routing]
layer  routed length, um  vias up
met5                   0        -
met4                  32        0
met3                 231        2
met2                2380       32
met1                2970     1002
li1                    -     1180
[cell families after synthesis]
| family | after synthesis | share of synthesized area, % |
|---|---|---|
| AOI/OAI and AO/OA | 45 | 9.42 |
| xor gates and xnor gates | 19 | 5.52 |
| adders and majority gates | 10 | 4.15 |
| buffers and inverters | 29 | 4.98 |
| DFF | 64 | 42.5 |
| muxes | 30 | 10.0 |
| and+or+nand+nor | 128 | 23.4 |
[layout by cell type, fill, tap and decap left out, types with 8 or more instances in the layout]
cell type        instances
ha_1                    10
o21ai_0                  9
nand2_1                 28
mux2i_1                 28
nor2_1                  43
clkbuf_8                10
a21oi_1                 19
xnor2_1                 10
inv_1                   17
dfxtp_1                 64
nor2b_1                  8
clkdlybuf4s50_1         23
nand3_1                 11
xor2_1                   9
No activity file was given, so power comes from the tool's default toggle rates.
