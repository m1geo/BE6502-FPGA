==> design/flow/design.v <==
`timescale 1ns / 1ps
module via6522(
    input cs,            
    input phi2,          
    input nReset,        
    input [3:0]rs,       
    input rWb,           
    input [7:0]dataIn,
    output reg [7:0]dataOut,
    input  [7:0]paIn,    
    output reg [7:0]paOut,   
    output reg [7:0]paMask,  
    input  [7:0]pbIn,    
    output reg [7:0]pbOut,   
    output reg [7:0]pbMask,
    output reg nIrq);        
initial begin
    reset();
end
always@(posedge phi2, negedge nReset)
begin
    if( ~nReset )
    begin
        reset();
    end else begin
        if( cs )
        begin
            if( ~rWb ) begin
                case( rs )
                4'd0: begin
                    writePb();
                end
                4'd1: begin
                    writePa();
                end
                4'd2: begin
                    writePbDir();
                end
                4'd3: begin
                    writePaDir();
                end
                default: begin
                    dataOut <= 0;
                end
                endcase
            end else begin
                case( rs )
                4'd0: begin
                    readPb();
                end
                4'd1: begin
                    readPa();
                end
                4'd2: begin
                    readPbDir();
                end
                4'd3: begin
                    readPaDir();
                end
                default: begin
                end
                endcase
            end
        end
    end
end
task readPb();
begin 
    dataOut <= (pbIn & ~pbMask) | (pbOut & pbMask);
end
endtask
task writePb();
    pbOut <= dataIn;
endtask
task readPa();
    dataOut <= paIn;
endtask
task writePa();
    paOut <= dataIn;
endtask
task readPbDir();
    dataOut <= pbMask;
endtask
task writePbDir();
    pbMask <= dataIn;
endtask
task readPaDir();
    dataOut <= paMask;
endtask
task writePaDir();
    paMask <= dataIn;
endtask
task reset();
begin
    dataOut <= 0;     
    nIrq <= 1;        
    paOut <= 0;
    paMask <= 0;
    pbOut <= 0;
    pbMask <= 0;
end
endtask
endmodule
==> design/flow/run.sh <==
#!/bin/bash
# OpenROAD 26Q1-2900-gdf79404cd8, Yosys 0.63+post, stock flow scripts
make -C /OpenROAD-flow-scripts/flow DESIGN_CONFIG=/design/flow/config.mk WORK_HOME=/design/flow/orfs finish
==> design/flow/config.mk <==
export PLATFORM = sky130hd
export DESIGN_NAME = via6522
export DESIGN_NICKNAME = via6522
export VERILOG_FILES = /design/flow/design.v
export SDC_FILE = /design/flow/constraint.sdc
export NUM_CORES = 4
export LEC_CHECK = 1
export CORE_AREA = 10 10 114 114
export DIE_AREA = 0 0 124 124
==> design/flow/constraint.sdc <==
current_design via6522

set clk_period 1.9
set clk_io_pct 0.2

create_clock -name clk0 -period $clk_period [get_ports {phi2}]

set non_clock_inputs [all_inputs -no_clocks]
set_input_delay [expr $clk_period * $clk_io_pct] -clock clk0 $non_clock_inputs
set_output_delay [expr $clk_period * $clk_io_pct] -clock clk0 [all_outputs]
==> job_summary.md <==
## Synthesis and layout report

| Metric | Value |
|---|---|
| Worst-margin pin slew | 0.567 ns |
| Drt total wl | 6.35 mm |
| H-tree Lvls | 2 |
| XORs/XNORs by Area | 0.456% |
| Dpl cells | 362 |
| Hold-fix buffer count after cts | 0 |
| Dominant flop cell | dfrtp_1 |
| Area Overhead vs Synth | 56.9% |
| Wire per inst | 17.2 µm |
| Simple-Gate Fraction of Synth Area | 9.77% |
| Post-DP HPWL | 4.91 mm |
| Chip area | 15,400 µm² |
| RSZ-0062 raised after global routing | false |
| Final Util | 28.9% |
| Num CTS Buffers | 5 |
| Count of input and output buffers | 71 |
| Reg2reg start | paMask[3] |
| Post_cts resized | 0 |
| Cells in synth_stat.txt | 148 |
| Max Clk Rate | 0.553 GHz |
| Mapped cell area | 1920 µm² |
| Clock sink count | 40 |
| Final hold vios | 0 |
| Yosys Warn Count | 1 |
| Share of cells above drive strength 1 | 29.5% |
| Core Util at FP | 18.5% |
| Die Y | 124 µm |
| Synth cell types | 21 |
| TritonRoute pass-1 iters | 4 |
| Clock Tree Buf Depth | 2 |
| Async set-reset flop share out of synthesis | 100% |
| Final instance area | 3020 µm² |
| DR DRC count | 0 |
| Worst slew margin | 62.2% |
| Worst-path fanout max | 8 |
| Yosys stat area | 1920 µm² |
| # diodes | 0 |
| Clock skew | 0.00950 ns |
| Worst vdd rail ir drop | 352 µV |
| Synth Area in Adders | 0% |
| CP endpoint kind | flip-flop |
| Root buffer cell | clkbuf_8 |
| Max-area cell share | 52.1% |
| Cells after Synth | 148 |
| Final GP Congestion | 0.785 |
| ANT nets after route | 0 |
| Yosys top cell by area | dfrtp_1 |
| Fin. max-slew vios | 0 |
| Area fraction in compound gates | 7.55% |
| Worst path required time | 2.07 ns |
| Register share after synthesis | 52.1% |
| Synth Area per Inst | 13.0 µm² |
| Largest net degree at the start of global routing | 25 |
| Final min period | 1.81 ns |
| DRT iter0 DRCs | 27 |
| Final setup viols | 0 |
| Hold WC Path Type | in2async |
| FF-to-FF path depth | 4 |
| Setup bufs post-CTS | 0 |
| #FFs+latches synth | 40 |
| Area after DPL | 2890 µm² |
| Biggest area cells | dfrtp_1 52%, mux2_2 23%, a32o_1 4.2% |
| Hold slack final | 0.0744 ns |
| Overflow after GRT | 0 |
| Tool warnings | 25 |
| Vias | 1,466 |
| I/O pins | 73 |
| Largest logic family | multiplexers |
| CORE AREA | 10,400 µm² |
| Static Leak | 1.28 nW |
| Fin crit share | 95.2% |
| Clock latency (worst-skew pair) | 0.29 ns |
| Core Rows | 37 |
| Clock Pin Slew Worst Setup and Hold Paths | 0.09 ns |
| Critical path class | in2reg |
| Pwr/cell area | 838 nW/µm² |
| CTS tree | done |
| Outcome | finished clean |
| Max Cap Viol | 0 |
| Mux area share | 27.6% |
| Top cells by count | 40 x dfrtp_1, 40 x mux2_2, 17 x nand2_1 |
| First-pass GRT wire length | 9.82 mm |
| Fin cells | 370 |
| Arrival @ worst endpoint | 1.98 ns |
| GRT Overall Usage | 8.41% |
| Die extent in x | 124 µm |
| Vias/cell | 3.96 |
| Number of enable flip-flop cells | 0 |
| Critical Path Source Type | primary input |
| Number of global-route vias before repair | 1,591 |
| CP startpoint | rs[3] |
| Antenna violations before repair | 0 |
[layout by cell type, fill, tap and decap left out]
master           instances
and3_4                   1
xnor2_1                  1
nor2_1                   2
mux2_2                  40
nand2_2                  1
buf_12                   2
clkdlybuf4s50_1         70
buf_2                    1
a32o_1                   8
dfrtp_1                 40
o211ai_1                 8
and3_1                   1
nor2b_1                  8
bufinv_16                1
clkinv_4                 1
mux2i_1                  8
clkbuf_8                 6
nand3b_2                 2
nand2_1                 17
conb_1                   1
o21ai_1                  1
nor4b_4                  1
buf_4                   13
[cell type report]
type / instances / area [µm²]
timing repair buffer: 86 / 843
clock buffer: 6 / 82.6
sequential: 40 / 1000
multi-input combinational: 100 / 880
clock inverter: 2 / 38.8
fill: 1054 / 7400
tap: 136 / 170
[metal layers]
layer  global-route usage [%]  wire, µm  up-vias
li1                         -         -      704
met5                        0         0        -
met1                     11.7      2810      702
met3                     3.72       710        2
met2                     12.5      2810       58
met4                    0.504         9        0
[cells by family after synthesis]
family	count (synthesis)
AND-OR/OR-AND	17
multiplexers	48
flip-flops	40
other	1
buffers and inverters	8
AND/OR/NAND/NOR	33
XOR/XNOR	1
[where the power goes]
group | switching [mW] | internal, mW
clock | 0.313 | 0.430
sequential | 0.122 | 0.997
combinational | 0.180 | 0.483
total | 0.615 | 1.91
[registers in the layout, summed over array words and instances, names as in the netlist]
register  cells
dataOut       8
pbOut         8
pbMask        8
paMask        8
paOut         8
[path summary, 6_finish.rpt]
path	to	slack, ns
setup / recovery	paMask[2]	0.09
hold / removal	dataOut[1]	0.07
setup reg to reg	dataOut[3]	0.69
hold reg to reg	dataOut[5]	0.50
max in group asynchronous	dataOut[6]	1.27
min in group clk0	dataOut[5]	0.50
[per-stage QoR]
step	total power, mW	TNS [ns]	worst slack [ns]
after floorplan	1.32	0	0.370
after global placement	1.81	-4.39	-0.227
after detailed placement	1.82	-4.96	-0.256
after CTS	2.57	0	0.0383
after global routing	2.68	0	0.0532
final	2.53	0	0.0913
[critical path, stage by stage]
cell             delay [ns]
clkdlybuf4s50_1        0.46
nor4b_4                0.44
and3_4                 0.34
mux2_2                 0.35
Power is estimated from default activity; no workload was simulated.
